--- flow/run.sh ---
#!/bin/bash
# OpenROAD 26Q1-2900-gdf79404cd8, Yosys 0.63+post, stock flow scripts
make -C /OpenROAD-flow-scripts/flow DESIGN_CONFIG=/design/flow/config.mk WORK_HOME=/design/flow/orfs finish
--- flow/design.v ---
module adder #(parameter n_bits = 32)
(
	input [n_bits-1:0]input1,input2,
	output [n_bits-1:0]out
);
assign out=input1+input2;
endmodule
module alu #(parameter n_bits =32)
(
	input [n_bits-1:0] srca,srcb,
	input [2:0] ALUControl,
	output reg Zero,
	output reg [n_bits-1:0]ALUResult	
);
reg [2*n_bits-1:0]multi;
always@(*)
begin
ALUResult='b0;
Zero='b1;
multi='b0;
case(ALUControl)
	3'b000:
		begin
		ALUResult = srca & srcb;
		if (ALUResult) begin
        		Zero = 0 ;
      		end 
		else begin
        		Zero=1 ;
      		     end
		end
	3'b001:
		begin
		ALUResult = srca | srcb;
		if (ALUResult) begin
        		Zero = 0 ;
      		end 
		else begin
        		Zero=1 ;
      		     end
		end
	3'b010:
		begin
		ALUResult = srca + srcb;
		if (ALUResult) begin
        		Zero = 0 ;
      		end 
		else begin
        		Zero=1 ;
      		     end
		end
	3'b100:
		begin
		ALUResult = srca - srcb;
		if (ALUResult) begin
        		Zero = 0 ;
      		end 
		else begin
        		Zero=1 ;
      		     end
		end
	3'b101:
		begin
		multi = srca * srcb;
		ALUResult = multi[n_bits-1:0];
		if (ALUResult) begin
        		Zero = 0 ;
      		end 
		else begin
        		Zero=1 ;
      		     end
		end
	3'b110:
		begin
		if(srca < srcb)begin
		ALUResult='b1;
		end
		else begin
		ALUResult='b0;
		end
		if (ALUResult) begin
        		Zero = 0 ;
      		end 
		else begin
        		Zero=1 ;
      		     end
		end
	default:
		begin
		ALUResult='b0;
		Zero=1;
		end
endcase
end
endmodule
module alu_decoder
(
	input [5:0] Funct,
	input [1:0] ALUOp,
  	output reg [2:0] ALUControl
);
always @(*) 
begin
  ALUControl=3'b0;
  casex ({ALUOp,Funct})
    8'b00xxxxxx:
	begin
      	ALUControl= 010;
    	end 
    8'b01xxxxxx:
	begin
      	ALUControl=100;
    	end
    8'b10100000:
	begin
      	ALUControl=010;
    	end
    8'b10100010:
	begin
      	ALUControl=100;
   	end
    8'b10101010:
	begin
      	ALUControl=110;
    	end
    8'b10011100:
	begin
      	ALUControl=101;
    	end
    default: 
	begin
      	ALUControl=010;
    end
  endcase
end
endmodule
module controller
(
	input [5:0]Opcode,
	input [5:0]Funct,
	output  MemtoReg,
	output  ALUSrc,
	output  RegDst,
	output  RegWrite,
	output  Branch,
	output Jump,
	output MemWrite,
	output[2:0] ALUControl
);
wire[1:0]ALUOp;
main_decoder Main_Decoder
(
	.Opcode(Opcode),
	.MemtoReg(MemtoReg),
	.ALUSrc(ALUSrc),
	.RegDst(RegDst),
	.RegWrite(RegWrite),
	.Branch(Branch),
	.ALUOp(ALUOp),
	.Jump(Jump),
	.MemWrite(MemWrite)
);
alu_decoder ALU_Decoder
(
	.Funct(Funct),
	.ALUOp(ALUOp),
  	.ALUControl(ALUControl)
);
endmodule
module data_memory #(parameter n_bits = 32)
(
	input clk,
	input [n_bits-1:0]A,
	input [n_bits-1:0]WD,
	input WE,
	output reg [n_bits-1:0]RD,
	output [15:0]test_value
);
reg [n_bits-1:0]RAM[255:0];
integer i;
initial 
begin 
    RD='b0; 
    for(i=0;i<256;i=i+1)  
         RAM[i] <= 32'b0;  
end 
always @(posedge clk) 
begin
  	if (WE) 
	begin
    	   RAM[A] <= WD;
  	end 
	else 
	begin
     	   RAM[A]<=RAM[A];
  	end
end
always @(*)
begin
  	if(~WE)
	begin
    	   RD <= RAM[A];
  	end 
	else 
	begin
    	   RD <= RD;
  	end
end
	assign test_value=RD[15:0];
endmodule
module datapath #(parameter n_bits = 32)
(
	input CLK,Reset,
	input [n_bits-1:0]Instr,
	input [n_bits-1:0]ReadData,
	input MemtoReg,ALUSrc,RegDst,RegWrite,PCSrc,Jump,MemWrite,
	input [2:0]ALUControl,
	output Zero,
	output [n_bits-1:0]PC,ALUOut,WriteData
);
wire [n_bits-1:0]result_mux_1,ALUResult,Result,SignImm_before_shift,SignImm_after_shift,PCBranch,PC_now,PCdash,PCPlus4,PCJump_after_concat,SrcA,SrcB,RD2;
wire [4:0]WriteReg;
wire [27:0]PCJump_before_concat;
mux2to1 #(.n_bit(32)) mux1
(
  	.input0(PCPlus4),
  	.input1(PCBranch),
  	.sel(PCSrc),
 	.out(result_mux_1)
);
mux2to1 #(.n_bit(32)) mux2
(
 	.input0(result_mux_1),
 	.input1(PCJump_after_concat),
  	.sel(Jump),
 	.out(PCdash)
);
Program_Counter #(.n_bit(32)) counter
(
	.clk(CLK),
	.reset_n(Reset),
	.PC_dash(PCdash),
	.PC(PC_now)
);
adder #(.n_bits(32))adding4
(
	.input1(PC_now),
	.input2(32'h00000004),
	.out(PCPlus4)
);
register_file #(.n_bits(32)) Register
(
	.clk(CLK),
	.WD3(Result),
	.A1(Instr[25:21]),
	.A2(Instr[20:16]),
	.A3(WriteReg[4:0]),
	.WE3(RegWrite),
	.RD1(SrcA),
	.RD2(RD2)
);
mux2to1 #(.n_bit(5)) mux3
(
 	.input0(Instr[20:16]),
 	.input1(Instr[15:11]),
  	.sel(RegDst),
 	.out(WriteReg)
);
mux2to1 #(.n_bit(32)) mux4
(
 	.input0(RD2),
 	.input1(SignImm_before_shift),
  	.sel(ALUSrc),
 	.out(SrcB)
);
mux2to1 #(.n_bit(32)) mux5
(
 	.input0(ALUResult),
 	.input1(ReadData),
  	.sel(MemtoReg),
 	.out(Result)
);
sign_extend #(.n_bits(32))Sign_Extend
(
	.inp(Instr[15:0]),
	.out(SignImm_before_shift)
);
shift_left_2 #(.n_bits_in(32),.n_bits_out(32)) shift_instr_2
( 
	.in(SignImm_before_shift),
	.out(SignImm_after_shift)
);
adder #(.n_bits(32))adder1
(
	.input1(SignImm_after_shift),
	.input2(PCPlus4),
	.out(PCBranch)
);
shift_left_2 #(.n_bits_in(26),.n_bits_out(28)) shift_instr_1
( 
	.in(Instr[25:0]),
	.out(PCJump_before_concat)
);
alu #(.n_bits(32)) ALU
(
	.srca(SrcA),
	.srcb(SrcB),
	.ALUControl(ALUControl),
	.Zero(Zero),
	.ALUResult(ALUResult)	
);
assign PCJump_after_concat={PCPlus4[31:28],PCJump_before_concat};
assign PC = PC_now;
assign WriteData = RD2;
assign ALUOut = ALUResult;
endmodule
module instrution_memory #(parameter n_bits = 32)
(
	input [7:0]A,
	output reg [n_bits-1:0]RD
);
reg [n_bits-1:0] ROM [255:0]; 
integer i;
initial begin
  RD ='b0;
  ROM[0] =32'h00008020 ;
  ROM[1] =32'h20100078 ;
  ROM[2] =32'h00008820 ;
  ROM[3] =32'h201100B4 ;
  ROM[4] =32'h00009020 ;
  ROM[5] =32'h12110006 ;
  ROM[6] =32'h0211482A ;
  ROM[7] =32'h11200002 ;
  ROM[8] =32'h02308822 ;
  ROM[9] =32'h08000005 ;
  ROM[10] =32'h02118022 ;
  ROM[11] =32'h08000005 ;
  ROM[12] =32'h00109020 ;
  ROM[13] =32'hAC120000 ;
  for (i =14 ;i<256 ;i=i+1 ) begin
    ROM[i]=32'b0;
  end
end
always@(*)
begin
    RD = ROM[A];
end
endmodule
module main_decoder
(
	input [5:0]Opcode,
	output reg MemtoReg,
	output reg ALUSrc,
	output reg RegDst,
	output reg RegWrite,
	output reg Branch,
	output reg [1:0]ALUOp,
	output reg Jump,
	output reg MemWrite
);
localparam lw=6'b10_0011,sw=6'b10_1011,Rtype=6'b00_0000,addi=6'b00_1000,beq=6'b00_0100,Jalandj=6'b00_0010;
always@(*)
begin
	case(Opcode)
		lw:
		begin
			Jump=0;
			ALUOp=2'b00;
			Branch=0;
			RegWrite=1;
			RegDst=0;
			ALUSrc=1;
			MemtoReg=1;
			MemWrite=0;
		end
		sw:
		begin
			Jump=0;
			ALUOp=2'b00;
			Branch=0;
			RegWrite=0;
			RegDst=0;
			ALUSrc=1;
			MemtoReg=1;
			MemWrite=1;
		end
		Rtype:
		begin
			Jump=0;
			ALUOp=2'b10;
			Branch=0;
			RegWrite=1;
			RegDst=1;
			ALUSrc=0;
			MemtoReg=0;
			MemWrite=0;
		end
		addi:
		begin
			Jump=0;
			ALUOp=2'b00;
			Branch=0;
			RegWrite=1;
			RegDst=0;
			ALUSrc=1;
			MemtoReg=0;
			MemWrite=0;
		end
		beq:
		begin
			Jump=0;
			ALUOp=2'b01;
			Branch=1;
			RegWrite=0;
			RegDst=0;
			ALUSrc=0;
			MemtoReg=0;
			MemWrite=0;
		end
		Jalandj:
		begin
			Jump=1;
			ALUOp=2'b00;
			Branch=0;
			RegWrite=0;
			RegDst=0;
			ALUSrc=0;
			MemtoReg=0;
			MemWrite=0;
		end
		default:
		begin
			Jump=0;
			ALUOp=2'b00;
			Branch=0;
			RegWrite=0;
			RegDst=0;
			ALUSrc=0;
			MemtoReg=0;
			MemWrite=0;
		end
endcase
end
endmodule
module mips
(
	input Clk,Reset,
	output [15:0] test_value
);
wire [31:0] PC,Instr,ReadData,WriteData,ALUOut;
wire MemWrite,RegWrite,RegDst,ALUSrc,MemtoReg,PCSrc,Branch,Jump,Zero;
wire [2:0] ALUControl;
instrution_memory #(.n_bits(32)) Instruction_memory
(
	.A(PC[9:2]),
	.RD(Instr)
);
data_memory #(.n_bits(32)) Data_Memory
(
	.clk(Clk),
	.A(ALUOut),
	.WD(WriteData),
	.WE(MemWrite),
	.RD(ReadData),
	.test_value(test_value)
);
controller control
(
	.Opcode(Instr[31:26]),
	.Funct(Instr[5:0]),
	.MemtoReg(MemtoReg),
	.ALUSrc(ALUSrc),
	.RegDst(RegDst),
	.RegWrite(RegWrite),
	.Branch(Branch),
	.Jump(Jump),
	.MemWrite(MemWrite),
	.ALUControl(ALUControl)
);
datapath #(.n_bits(32)) Data_path
(
	.CLK(Clk),
	.Reset(Reset),
	.Instr(Instr),
	.ReadData(ReadData),
	.MemtoReg(MemtoReg),
	.ALUSrc(ALUSrc),
	.RegDst(RegDst),
	.RegWrite(RegWrite),
	.PCSrc(PCSrc),
	.Jump(Jump),
	.MemWrite(MemWrite),
	.ALUControl(ALUControl),
	.Zero(Zero),
	.PC(PC),
	.ALUOut(ALUOut),
	.WriteData(WriteData)
);
assign PCSrc = Zero & Branch;
endmodule
module mux2to1 #(parameter n_bit=32) 
(
  input [n_bit-1 : 0] input0,input1,
  input sel,
  output [n_bit-1 : 0] out
);
assign out = sel? input1:input0 ;
endmodule 
module Program_Counter #(parameter n_bit=32)
(
  input clk,reset_n,
  input [n_bit-1 : 0] PC_dash,
  output [n_bit-1 : 0] PC
);
reg [n_bit-1 : 0] Q_reg,Q_next;
always @(posedge clk,negedge reset_n) 
begin
if (~reset_n) 
	begin
  	   Q_reg <= 'b0;
	end 
else 
	begin
  	   Q_reg <= Q_next;
	end
end
always @(*) 
begin
  Q_next = PC_dash;
end
assign PC = Q_reg;
endmodule
module register_file #(parameter n_bits = 32)
(
	input clk,
	input [n_bits-1:0]WD3,
	input [4:0]A1,A2,A3,
	input WE3,
	output [n_bits-1:0]RD1,RD2
);
reg [n_bits-1:0] registers [n_bits-1:0];
integer i;
initial
begin
  for ( i=0 ;i<32 ;i=i+1 ) 
	begin
   	 registers[i] = 32'b0;
  	end
end
always @(posedge clk)
begin   
  if (WE3) 
  begin
    registers[A3] <= WD3;
  end 
  else 
  begin
    registers[A3]<=registers[A3];
  end
end
assign RD1=registers[A1];
assign RD2=registers[A2];
endmodule
module shift_left_2 #(parameter n_bits_in = 4,n_bits_out = 6)
( 
	input [n_bits_in-1:0]in,
	output [n_bits_out-1:0]out
);
	assign out = in<<2;
endmodule
module sign_extend #(parameter n_bits = 32)
(
	input [15:0]inp,
	output [n_bits-1:0]out
);
assign out = inp[15]? {~16'b0,inp}:{16'b0,inp};
endmodule
--- flow/constraint.sdc ---
current_design mips

set clk_period 167.4
set clk_io_pct 0.2

create_clock -name clk0 -period $clk_period [get_ports {Clk}]

set non_clock_inputs [all_inputs -no_clocks]
set_input_delay [expr $clk_period * $clk_io_pct] -clock clk0 $non_clock_inputs
set_output_delay [expr $clk_period * $clk_io_pct] -clock clk0 [all_outputs]
--- flow/config.mk ---
export PLATFORM = sky130hd
export DESIGN_NAME = mips
export DESIGN_NICKNAME = mips
export VERILOG_FILES = /design/flow/design.v
export SDC_FILE = /design/flow/constraint.sdc
export NUM_CORES = 4
export LEC_CHECK = 1
export CORE_UTILIZATION = 50
export SYNTH_MEMORY_MAX_BITS = 65536
==> results.txt <==
Entry: Yosys synthesis followed by OpenROAD place and route.

Final timing:
- The run puts the number of endpoints failing setup at the final stage at 0.
- The run gives the fmax as a little over 30 MHz.
- The run puts the count of endpoints without a timing constraint at ~48.
- The run gives the transition at the pin with the smallest max-transition slack as ~1400 ps.
- The run gives the final period demand of the worst path as approximately 33,000 ps.
- The run puts the worst slew slack as a fraction of its limit at 0.0360.
- The run gives the count of unclocked register or latch pins as 32.
- The run gives the clock skew as about 90 ps.
- The run gives the final critical-path share of the clock period as 0.196.
- The run gives the final sum of negative setup slack as 0 ps.
- Setup repair after global routing left no endpoint under its margin.
- The final max-slew violation count recorded for this run is 0.
- The run gives the worst hold slack after final layout as between 500 and 600 ps.
- Hold-check failures listed in the final report amount to 0.

CTS:
- TritonCTS built the clock tree.
- Clock tree synthesis selected as its root buffer the cell clkbuf_16.
- The skew report gives the latency at the later pin of the worst-skew pair as approximately 1300 ps.
- The run gives the hold buffer count at cts as 0.
- The run gives the total clock buffers created by CTS as 850.
- After clock tree synthesis, the setup repair step added 0 buffers.
- The H-tree generated during clock tree synthesis spans 6 levels.
- The run gives the number of buffers on the longest clock path as 4.
- The run gives the clock-pin slew on the worst setup and hold paths as about 50 ps.
- The run puts the number of resized instances in the post-cts repair step at 0.

Layout:
- The run puts the flip-flop count of the largest register, all copies and words added at between 8,000 and 9,000.
- The largest registers in the layout are Data_Memory.RAM (8192), Data_path.Register.registers (256), Data_Memory.RD (32).
- Per the final layout report, the fraction of cells sized above drive strength 1 comes to 0.171.
- Compared with the post-synthesis result, the final layout area differs by 15.0%.
- The largest register by flop count is Data_Memory.RAM.
- The run gives the final instance area as ~0.38 mm^2.

Worst setup path:
- The run gives the data required time of the worst path as 168,780 ps.
- Per the STA report, the cell with the highest stage delay on the worst path is clkdlybuf4s50_1.
- The run puts the worst-path maximum fanout at 8.
- The run gives the origin of the critical flop-to-flop path as Data_path.counter.Q_reg[2].
- The run puts the critical path buffer and inverter count at 1.
- The run gives the number of cells on the worst reg-to-reg path as 37.
- The run gives the nature of the critical path startpoint as an input port.
- The run gives the number of logic stages on the critical path including buffering as 1.
- The run gives the critical path class as in2async.
- On the worst path, the slowest cell contributes a delay of ~660 ps.
- The run gives the endpoint kind of the worst setup timing path as an async pin.
- Traced cell by cell, the critical path runs through clkdlybuf4s50_1.
- The run gives the launch point of the critical path as Reset.
- The run puts the data arrival time of the worst path at around 34,000 ps.
- The kind of cell with the highest combined delay along the critical path is buffers and inverters.

Floorplan:
- The die is just over 800 um wide.
- In the floorplan report the effective utilization is 0.502.
- The die covers roughly 0.66 mm^2.
- The run gives the number of top-level design ports as 18.
- The run gives the area inside the core boundary as 0.658 mm^2.
- The run puts the height of the die at about 820 um.
- In this run the core area contains 298 standard-cell rows.

Synthesis:
- The commonest register cell is edfxtp_1.
- The run gives the synthesized area per cell as 16.3 um^2.
- The run gives the instance tally after logic synthesis as 20,300.
- The run puts the share of flip-flops with an asynchronous set or reset after synthesis at 0.000943.
- After synthesis, the chip area reported by Yosys is 0.331 mm^2.
- The run gives the synthesized flop and latch total as approximately 8,500.
- The run puts the summed instance area of the synthesized netlist at 0.331 mm^2.
- The synthesis report lists the Yosys warning total as 7.
- The run gives the unique cell type count in the Yosys netlist as a little over 100.
- The run gives the number of flops mapped to enable cells by yosys as approximately 8,400.
- The number of cells reported by Yosys stat comes to between 20,000 and 25,000.

Placement:
- The run gives the total of buffers placed on input and output ports as 17.
- The run gives the placed wire-length estimate as 1,010,000 um.
- The run gives the placed instance area as between 0.3 and 0.4 mm^2.
- The run puts the final weighted congestion in routability-driven placement at around 1.1.

Global routing:
- The run puts the pin count of the biggest net entering global routing at approximately 120.
- The run puts the initial antenna violation count at between 200 and 300.
- The run gives the remaining global-route overflow as 0.
- The run gives the global-route met1 utilization as 0.539.
- The run gives the wire length of the first global-routing pass as ~2,000,000 um.
- The run gives the global-route layer with the greatest usage as met2.
- The run gives the met3 routing resource usage after global routing as 0.491.
- The run gives the via count of the first global-routing pass as between 200k and 250k.
- For this run, global-route usage on met2 was measured as 0.614.
- The run gives the global routing usage summed across all routing layers as 0.520.

Route:
- The run gives the sum of routed wire length over all layers as around 1,500,000 um.
- The run puts the detailed-route DRC error count at 0.
- The run gives the detailed-route via count as about 210k.
- The run gives the detail-routed net length per standard cell as a little under 50 um.
- According to the report, the first pass of detailed routing completed in 6 iterations.
- The first routing iteration left 20,100 violations.
- The run gives the antenna violation net count after detailed routing as 0.
- The run gives the average vias per placed instance as approximately 6.8.

Hold path:
- The startpoint identified for the worst hold timing path is Data_path.counter.Q_reg[9].
- The worst hold path belongs to the class reg2reg.
- The report gives the cell count of the worst hold path as 2.

Power and ir drop:
- The script computed a power per unit cell area of ~11 mW/mm^2.
- VDD sags by at most between 0.01 and 0.015 mV.
- The run gives the static leakage power as about 110 nW.

Flow run:
- The report counts max-capacitance violations totalling 0.
- The logs give a warning total of around 100.

Run status:
- The flow ran to the end, and the final reports show no timing, DRC or antenna violations.
final timing paths:
path | endpoint | slack, ps
max | Data_path.counter.Q_reg[5] | 134630
min | Data_path.counter.Q_reg[9] | 570
max reg2reg | Data_Memory.RAM[145][17] | 151610
min reg2reg | Data_path.counter.Q_reg[9] | 570
max in group clk0 | Data_Memory.RAM[145][17] | 151610
min in group asynchronous | Data_path.counter.Q_reg[6] | 32520
power breakdown:
group	leakage [nW]	internal [W]	switching (W)	total, W
clock	12.7	0.000997	0.000824	0.00182
combinational	42.7	0.000000117	0.000000410	0.000000570
sequential	49.9	0.00229	0.000000258	0.00229
total	105	0.00329	0.000824	0.00412
metal layers:
layer | up-vias | wire length, um | part of all wire
li1 | 84200 | - | -
met2 | 20100 | 613000 | 0.40
met5 | - | 21400 | 0.014
met3 | 4622 | 347000 | 0.22
met1 | 105000 | 408000 | 0.26
met4 | 396 | 154000 | 0.099
layout make-up:
type | instances | area [um^2]
Fill cell | 48900 | 278000
Sequential cell | 8488 | 254000
Multi-Input combinational cell | 10500 | 74200
Clock buffer | 1079 | 22200
Timing Repair Buffer | 1620 | 12600
Tap cell | 8700 | 10900
Clock inverter | 479 | 3870
Antenna cell | 607 | 1520
Inverter | 95 | 360
per-stage QoR:
| stage | std cells | setup WS (ps) | util | total power, W |
|---|---|---|---|---|
| floorplan | 20400 | 134150 | - | 0.00234 |
| global placement | 29400 | 133390 | 0.535 | 0.00234 |
| detailed placement | 29400 | 133370 | 0.535 | 0.00234 |
| CTS | 30900 | 134650 | 0.575 | 0.00412 |
| global route | 31300 | 134560 | 0.577 | 0.00420 |
| finish | 31500 | 134630 | 0.577 | 0.00412 |
cells by family after synthesis:
kind of cell	Yosys count	share of synthesized area
AND-OR/OR-AND	4051	0.0869
XOR/XNOR	52	0.00138
adder cells (fa/ha/maj)	91	0.00351
buffers and inverters	1484	0.0192
flip-flops	8456	0.768
latches	32	0.00145
multiplexers	1539	0.0591
other	1	0.0000113
AND/OR/NAND/NOR	4624	0.0603
worst register-to-register path: cells and delay by family (launching register included):
kind,cells,cell delay [ps]
compound gates,8,2040
fa+ha+maj,2,910
buf+inv,15,8240
flops,1,590
simple gates,12,3680
Yosys cell counts (all sizes together) (52+ instances only):
cell type	n	share of area
a31oi	301	0.0057
a22oi	285	0.0065
mux4	313	0.021
a22o	66	0.0017
ha	88	0.0033
mux2	174	0.0059
a221oi	538	0.014
o21a	58	0.0013
edfxtp	8448	0.77
nand2	2491	0.028
nor4	78	0.0016
a222oi	165	0.0050
inv	88	0.0010
and3	230	0.0044
nor2	888	0.010
o211ai	76	0.0017
o21ai	535	0.0081
o221ai	84	0.0022
mux2i	1052	0.032
nor3	115	0.0018
a21oi	769	0.012
a211oi	221	0.0050
nand3	495	0.0075
a2111oi	52	0.0014
nand4	129	0.0024
a221o	117	0.0035
buf	715	0.010
o22ai	278	0.0053
a32oi	59	0.0016
clkbuf	674	0.0077
a311oi	91	0.0024
cells in the final DEF (no fill, tap or decap), types with 75 or more instances in the layout:
cell,synthesis,routed
ha_1,88,87
a22oi_1,285,284
conb_1,1,96
a21oi_1,768,752
a31oi_1,301,276
a221oi_1,538,532
inv_1,87,86
diode_2,0,607
nand3_1,494,482
clkinv_1,7,244
mux2_2,174,173
o221ai_1,84,80
nor2_4,1,287
a211oi_1,221,207
a222oi_1,165,165
mux4_2,313,313
nand2_1,2489,2439
o211ai_1,75,75
o21ai_0,515,470
clkbuf_1,674,224
and3_1,230,226
buf_4,49,1572
a221o_1,117,117
nor3_1,114,92
edfxtp_1,8448,8448
clkbuf_16,0,855
a311oi_1,91,89
nor2_1,887,574
mux2i_1,1051,1051
o22ai_1,277,270
nand4_1,129,129
clkinv_2,0,141
Power figures rest on the tool's default switching activity, not on a simulated workload.
